==> /design/flow/design.v <==
module fulladder(a, b, cin, sum, cout);
input a, b, cin;
output sum, cout;
assign #2 sum = a ^ b ^ cin;
assign #2 cout = a & b | a & cin | b & cin;
endmodule
module ripple_adder(a, b, sum, cout);
input [15:0] a, b;
output [15:0] sum;
output cout;
wire [15:0] c;  
assign c[0]=0;
fulladder f0(a[0], b[0], c[0], sum[0], c[1]);
fulladder f1(a[1], b[1], c[1], sum[1], c[2]);
fulladder f2(a[2], b[2], c[2], sum[2], c[3]);
fulladder f3(a[3], b[3], c[3], sum[3], c[4]);
fulladder f4(a[4], b[4], c[4], sum[4], c[5]);
fulladder f5(a[5], b[5], c[5], sum[5], c[6]);
fulladder f6(a[6], b[6], c[6], sum[6], c[7]);
fulladder f7(a[7], b[7], c[7], sum[7], c[8]);
fulladder f8(a[8], b[8], c[8], sum[8], c[9]);
fulladder f9(a[9], b[9], c[9], sum[9], c[10]);
fulladder f10(a[10], b[10], c[10], sum[10], c[11]);
fulladder f11(a[11], b[11], c[11], sum[11], c[12]);
fulladder f12(a[12], b[12], c[12], sum[12], c[13]);
fulladder f13(a[13], b[13], c[13], sum[13], c[14]);
fulladder f14(a[14], b[14], c[14], sum[14], c[15]);
fulladder f15(a[15], b[15], c[15], sum[15], cout);
endmodule
module proj1_testbench;
wire [15:0] sum;
reg [15:0] A, B;
wire cout;
reg clk;
add16_LA DUT(A, B, sum);
always
#5 clk = ~clk;
initial begin
clk = 1'b0;  
A = 16'hFFF9;  
B = 16'h0001;  
end
always @(posedge clk)
A = A + 1;
always @(posedge clk)
B = B + 2;
endmodule
module ripple_adder_LA(a, b, cin, cout, sum);
input [3:0] a, b;
input cin;
output cout;
output [3:0] sum;
wire [4:0] c;  
wire [3:0] g;
wire [3:0] p;
wire P,G;
assign c[0]=cin;
fulladder_LA f0(a[0], b[0], c[0], sum[0], p[0], g[0]);
fulladder_LA f1(a[1], b[1], c[1], sum[1], p[1], g[1]);
fulladder_LA f2(a[2], b[2], c[2], sum[2], p[2], g[2]);
fulladder_LA f3(a[3], b[3], c[3], sum[3], p[3], g[3]);
lookahead f4(p[3],p[2],p[1],p[0],g[3],g[2],g[1],g[0],c[0],c[1],c[2],c[3],c[4],P, G);
assign cout = c[4];
endmodule
module fulladder_LA(a, b, cin, sum, p, g);
input a, b, cin;
output sum, p, g;
assign #2 sum = a ^ b ^ cin;
assign #1 p = a | b;
assign #1 g = a & b;
endmodule
module lookahead(p3,p2,p1,p0,g3,g2,g1,g0,c0,c1,c2,c3,c4,P,G);
input p3,p2,p1,p0,g3,g2,g1,g0,c0;
output c1,c2,c3,c4,P,G;
assign #2 c4 = g3 | (p3 & g2) | (p3 & p2 & g1) | (p3 & p2 & p1 & g0) | (p3 & p2 & p1 & p0 & c0);
assign #2 c3 = g2 | (p2 & g1) | (p2 & p1 & g0) | (p2 & p1 & p0 & c0);
assign #2 c2 = g1 | (p1 & g0) | (p1 & p0 & c0);
assign #2 c1 = g0 | (p0 & c0);
assign #1 P = p3 & p2 & p1 & p0;
assign #1 G = g3 & g2 & g1 & g0;
endmodule
module add16_LA(a, b, sum);
input [15:0] a, b;
output [15:0] sum;
wire [15:0] temp_sum;
wire [3:0] sum0;
wire [3:0] sum1;
wire [3:0] sum2;
wire [3:0] sum3;
wire carry0;
wire carry1;
wire carry2;
wire carry3;
ripple_adder_LA f0(a[3:0], b[3:0], 0, carry0, sum0);
ripple_adder_LA f1(a[7:4], b[7:4], carry0, carry1, sum1);
ripple_adder_LA f2(a[11:8], b[11:8], carry1, carry2, sum2);
ripple_adder_LA f3(a[15:12], b[15:12], carry2, carry3, sum3);
assign sum = {sum3,sum2,sum1,sum0};
endmodule
==> /design/flow/run.sh <==
#!/bin/bash
# OpenROAD 26Q1-2900-gdf79404cd8, Yosys 0.63+post, stock flow scripts
make -C /OpenROAD-flow-scripts/flow DESIGN_CONFIG=/design/flow/config.mk WORK_HOME=/design/flow/orfs finish
==> /design/flow/config.mk <==
export PLATFORM = sky130hd
export DESIGN_NAME = ripple_adder
export DESIGN_NICKNAME = ripple_adder
export VERILOG_FILES = /design/flow/design.v
export SDC_FILE = /design/flow/constraint.sdc
export NUM_CORES = 4
export LEC_CHECK = 1
export CORE_AREA = 10 10 82 82
export DIE_AREA = 0 0 92 92
==> /design/flow/constraint.sdc <==
current_design ripple_adder

set clk_period 4.9
set clk_io_pct 0.2

create_clock -name clk0 -period $clk_period

set non_clock_inputs [all_inputs -no_clocks]
set_input_delay [expr $clk_period * $clk_io_pct] -clock clk0 $non_clock_inputs
set_output_delay [expr $clk_period * $clk_io_pct] -clock clk0 [all_outputs]
==> flow_summary_export.csv <==
group,metric,value,unit
grt,grt_max_degree,2,
grt,grt_overflow_total,0,
final_layout,flop-count,0,
routing,wirelength,1625,µm
yosys,yosys_warnings,0,
die,die_y,92,µm
grt,grt_pass1_wl,2477,µm
sta,finalMaxSlewViolations,0,
setup_path,end_kind,"output pin",
die,die-area,8464,µm²
place,place_area,959.7,µm²
grt,grt_usage,3.683,%
yosys,ys_cells,37,
yosys,postSynthCellCount,37,
routing,dr.pass1.iters,2,
routing,avgRoutedWirePerCell,11.61,µm
sta,timing.fmax,130.8,MHz
power_and_ir_drop,irDropWorstVdd,0.04717,mV
yosys,synth.avg_cell_area,12.21,µm²
sta,tns,-14.84,ns
routing,ant_nets,0,
hold_path,hold_class,"primary input to output pin",
power_and_ir_drop,p_sw_share,30.11,%
sta,fin_crit_sh,156.0,%
yosys,synth_xor_xnor_area_share,0,%
die,io_pins,49,
die,initCoreUtil,8.900,%
final_layout,area_delta_synth_final,103.6,%
yosys,synthAoiAreaFrac,0,%
setup_path,crit_required,3.92,ns
hold_path,hp-start,"a[0]",
die,dieWidth,92,µm
hold_path,hold_depth,3,
setup_path,slowest_delay,0.42,ns
yosys,ys_sh_mux,0,%
routing,dr_wl_met3,453,µm
place,numPortBuffers,49,
place,placed_cells,140,
setup_path,path_class,"primary input to output pin",
place,place_hpwl,1621,µm
setup_path,critPathLaunchType,"primary input",
grt,grt_pass1_vias,480,
setup_path,crit_buf_inv,4,
final_layout,instances_no_fill,140,
yosys,syn_area,451.7,µm²
run,maxCapViolations,0,
sta,setup_violations,9,
yosys,ys_chip_area,451.7,µm²
cts,post_cts_buffers,0,
die,placementRows,26,
final_layout,final_layout_size_suffix_gt1_share,47.14,%
routing,antenna_cells,0,
outcome,status,"finished with violations",
routing,dr_wl_met2,519,µm
power_and_ir_drop,switchingPower,0.03073,mW
setup_path,crit_start,"b[0]",
power_and_ir_drop,power.internal,0.07130,mW
sta,worst_pin_slew,0.1253,ns
final_layout,clkbuf_count,0,
setup_path,path_common_cell,"fa_2",
sta,rsz0062_at_grt,"yes",
yosys,area_leaders,"fa_1, buf_4, inv_1",
routing,drt-met1-wl,652,µm
yosys,synthDistinctLibCells,4,
sta,layout_min_cycle_time,7.646,ns
setup_path,critPathSlowestCell,"fa_2",
grt,antenna_found_initial,0,
setup_path,crit_path_cell_trace,"buf_6 > ha_4 > fa_2 > fa_2 > fa_2 > fa_2 > fa_2 > fa_2 > fa_2 > fa_2 > fa_2 > fa_2 > fa_2 > fa_2 > fa_2 > fa_2 > inv_2 > fa_2 > inv_2 > buf_2",
run,tool_warnings,35,
place,gp_congestion,0.7814,
outcome,violations,"setup timing",
yosys,netlist_logic_family_top,"adder cells",
sta,fin_ws,-2.746,ns
setup_path,arrival,6.67,ns
yosys,yosys.area.top_type_share,66.48,%
routing,drcViolationCount,0,
cts,cts.hold.buffers_added,0,
power_and_ir_drop,power_density,110.9,nW/µm²
power_and_ir_drop,p_leak,0.3337,nW
power_and_ir_drop,power.share.combinational,100.0,%
yosys,synth_seq_share,0,%
final_layout,seq_area,0,µm²
sta,max_slew_margin,91.62,%
yosys,ys_sh_adder,69.25,%
sta,hold_violations,0,
setup_path,cpLargestDelayFamily,"adder cells",
power_and_ir_drop,clkPwrFrac,0,%
routing,drtIter0Drc,2,
yosys,yosysTopAreaCell,"fa_1",
routing,vias,380,
final_layout,final_area,919.6,µm²
hold_path,hold_path_end,"sum[0]",
routing,top_layer,"met3",
power_and_ir_drop,pwr-share-seq,0,%
yosys,yosys.area_share.simple,0,%
routing,via_per_inst,2.714,
setup_path,worst-path-max-fanout,1,
die,core-area,5075,µm²
-- per-stage QoR --
step	setup WS [ns]	utilization, %	power [mW]	hold WS (ns)
finish	-2.746	18.12	0.1020	2.603
global route	-2.893	18.12	0.1158	2.626
CTS	-3.216	18.15	0.1056	2.609
detailed placement	-3.534	18.91	0.1154	3.033
global placement	-3.500	18.91	0.1150	3.022
floorplan	-2.532	-	0.05401	2.129
-- what timing repair did --
item                                    CTS  global route
resized                                  49             6
pin swaps                                16            15
endpoints found under the setup margin   12            11
-- power by group through the flow --
stage	combinational, mW	clock [mW]	sequential, mW
4_1_cts	0.106	0	0
5_1_grt	0.116	0	0
6_report	0.102	0	0
-- cell usage in the layout (no fill, tap or decap), drive strengths merged --
master,Yosys,final
ha,1,1
inv,5,5
dlygate4sd2,0,1
clkdlybuf4s50,0,34
clkbuf,0,2
fa,15,15
buf,16,12
-- cell usage after synthesis --
| cell | count |
|---|---|
| fa_1 | 15 |
| inv_1 | 5 |
| ha_1 | 1 |
| buf_4 | 16 |
-- per-layer routing --
layer	vias up	global-route usage, %
met5	-	0
met4	0	0
met3	0	4.036
met2	48	4.765
met1	175	4.299
li1	157	-
-- area by class of cell --
class,count,area [µm²]
fillers,572,4155
inverters,5,18.77
well taps,70,87.58
multi-input cells,16,362.8
repair buffers,49,450.4
-- cell families (layout without fill, tap and decap cells) --
logic type  after synthesis  after routing
buf+inv                  21             54
fa+ha+maj                16             16
-- worst max path at each step --
stage,cells past startpoint,end
CTS,20,sum[15]
global route,20,sum[15]
finish,20,sum[15]
Power figures rest on the tool's default switching activity, not on a simulated workload.
