<file path="design/flow/design.v">
module ext(
        input [31:0] ins_i ,
        output reg [31:0] res ,
        input [2:0]ctl
    );
    wire [25:0] instr25_0;
    assign instr25_0 = ins_i[25:0] ;
    wire[15:0] sign = {16{instr25_0[15]}};
    always @ (*)
    case (ctl)
        1    :res ={sign,instr25_0[15:0]}; 
        2  :res ={16'b0,instr25_0[15:0]}; 
        3       :res ={4'b0,instr25_0[25:0],2'b0}; 
        4       :res ={sign[13:0],instr25_0[15:0],2'B0}; 
        5      :res ={27'b0,instr25_0[10:6]} ; 
        6     :res ={instr25_0[15:0],16'B0}; 
        default: res=32'bx;
    endcase
endmodule
module compare (
        input [31:0] s,
        input [31:0] t,
        input [2:0]ctl,
        output reg res
    );
    always @ (*)
    case  (ctl)
        1:   res = (s==t);
        2:   res = (s!=t);
        6:  res = s[31];
        5:  res = ~s[31] && (|s[30:0]);
        3:  res = s[31] |(~|s);
        4:  res = ~s[31];
        default res=1'Bx;
    endcase
endmodule
module pc_gen(
        input [2:0]ctl,
        output reg   [31:0]pc_next,
        input [3:0] pc_prectl,
        input check,
        input [31:0]s,
        input [31:0]pc,
        input [31:0]zz_spc,
        input [31:0]imm,
        input [31:0]irq
    );
    wire [32:0] br_addr = pc + imm ;
    always @ (*)
        if(pc_prectl == 1 )
        begin
            case (ctl)
                6 	:	pc_next = zz_spc ;
                1		:	pc_next ={pc[31:28],imm[27:0]};
                2		: 	pc_next = s;
                4		: 	pc_next = (check)?({br_addr[31:0]}):(pc+4);
             default   
			  	pc_next = pc + 4 ;              	
            endcase
        end
        else
        begin
            case (pc_prectl)
                2 	: pc_next=pc;
                4 	: pc_next=irq;
             default	    
               	  pc_next =0;
            endcase
        end
endmodule
module reg_array(
        data,
        wraddress,
        rdaddress_a,
        rdaddress_b,
        wren,
        clock,
        qa,
        qb,
        rd_clk_cls,
    );
    input	[31:0]  data;
    input	[4:0]  wraddress;
    input	[4:0]  rdaddress_a;
    input	[4:0]  rdaddress_b;
    input rd_clk_cls;
    input	wren;
    reg	[31:0]  r_data;
    reg	[4:0]  r_wraddress;
    reg	[4:0]  r_rdaddress_a;
    reg	[4:0]  r_rdaddress_b;
    reg r_wren;
    input	clock;
    output	[31:0]  qa;
    output	[31:0]  qb;
    reg [31:0]reg_bank[0:31];
    integer i;
    initial
    begin
        for(i=0;i<32;i=i+1)
            reg_bank[i]=0;
    end
    always@(posedge clock)
    begin
        r_data <=data;
        r_wraddress<=wraddress;
        r_wren<=wren;
    end
	    always@(posedge clock)
        if (~rd_clk_cls)
        begin
            r_rdaddress_a <=rdaddress_a;
            r_rdaddress_b <=rdaddress_b;
        end
    always@(posedge clock)
        if (r_wren)
            reg_bank[r_wraddress] <= r_data ;
    assign qa=(r_rdaddress_a[4:0]==0)?0:
           ((r_wraddress==r_rdaddress_a)&&(1==r_wren))?r_data:
           reg_bank[r_rdaddress_a];
    assign qb=(r_rdaddress_b[4:0]==0)?0:
           ((r_wraddress==r_rdaddress_b)&&(1==r_wren))?r_data:
           reg_bank[r_rdaddress_b];
endmodule
</file>
<file path="design/flow/run.sh">
#!/bin/bash
# OpenROAD 26Q1-2900-gdf79404cd8, Yosys 0.63+post, stock flow scripts
make -C /OpenROAD-flow-scripts/flow DESIGN_CONFIG=/design/flow/config.mk WORK_HOME=/design/flow/orfs finish
</file>
<file path="design/flow/config.mk">
export PLATFORM = sky130hd
export DESIGN_NAME = reg_array
export DESIGN_NICKNAME = reg_array
export VERILOG_FILES = /design/flow/design.v
export SDC_FILE = /design/flow/constraint.sdc
export NUM_CORES = 4
export LEC_CHECK = 1
export CORE_UTILIZATION = 50
</file>
<file path="design/flow/constraint.sdc">
current_design reg_array

set clk_period 31.8
set clk_io_pct 0.2

create_clock -name clk0 -period $clk_period [get_ports {clock}]

set non_clock_inputs [all_inputs -no_clocks]
set_input_delay [expr $clk_period * $clk_io_pct] -clock clk0 $non_clock_inputs
set_output_delay [expr $clk_period * $clk_io_pct] -clock clk0 [all_outputs]
</file>
==> commit_impl_results.txt <==
Record implementation results from latest flow run

- The run finished with clean final reports.
* Total of hold buffers inserted after clock tree synthesis: 0
- The final layout report lists a filler cell count of 7030.
* Part of the power in the clock network: between 30% and 40%
* IR Drop Worst-Case VDD: 51.9 uV
- TritonCTS built the clock tree.
- Reg clk slew, reported paths: ~0.050 ns
- Sequential share of power: a little under half
- The later pin in the worst-skew pair is clocked with a latency of approximately 0.70 ns.
- The report lists the number of standard-cell rows as about 110.
- Required time of the worst setup path: ~25 ns
* Power per Cell Area: around 60 nW/um^2
* Cts bufs inserted: 114
- #FFs+latches synth: about 1.1k
- Counting the warning lines in the Yosys log gives 1.
- Per the timing report, the biggest fanout along the worst path comes to 40.
- Per the synth stats, the flop cell with the highest instance count is sky130_fd_sc_hd__edfxtp_1.
- Die boundary width: roughly 320 um
* Flip-flops with a built-in enable: 1034
* Launch point of the worst reg-to-reg path: r_wraddress[3]$_DFF_P_
* Fraction of registers with async set/reset: 0%
- In the global route stage, met2 resource usage came out at about half.
- Checking max transition, the worst relative margin is roughly 28%.
* Distinct lib cells used: ~40
- In this run the tools logged warnings totalling 26.
- Final Max Slew Viols: 0
* Antenna cell count: 0
- In the final timing run, aggregate negative setup slack is 0 ns.
- For this run, the detailed router reports a per-instance via density of 6.97.
* Vias post-DR: 29.0k
- Placed cell area: roughly 52000 sq um
- The mapped netlist covers approximately 50000 sq um.
- After its last routability iteration, the placer logged a weighted congestion of between 0.8 and 0.9.
- Logic pwr share: 13.3%
- The pin closest to its max-slew limit shows a slew of between 1 and 1.5 ns.
* Gate Count Post-Synth: 2652
- Entering global routing, the biggest net connects ~96 pins.
* Clock sink total: ~1.1k
- Once detail routing completed, the nets flagged for antenna violations numbered 0.
- In the final report, the number of endpoints failing setup comes to 0.
- Classification of the worst-slack hold path: register to register
- For reference, the most critical setup path is categorized as register to primary output.
- In the floorplan report the effective utilization is roughly half.
* Number of H-tree levels: 3
* Number of detailed-route iterations in the first pass: 5
- Dividing the synthesized area by the synthesized cell count gives 18.6 sq um.
- Wirelength per Cell: 36.3 um
* DRC violations left: 0
* Total global routing overflow: 0
- In the final layout, the multi-input gates occupy between 15000 and 20000 sq um.
* Peak clock frequency supported by timing: approximately 85 MHz
* Sequential-to-total area share from yosys stat: 64.8%
- Core Footprint: approximately 97000 sq um
- The floorplan step set the die height to between 300 and 400 um.
- In this run switching power makes up 24.2% of total power.
- Final HPWL from detailed placement: between 80 and 90 mm
- Post-CTS repair changed the size of 0 cells.
- Launching element type of the critical path: register
- Sequential cell area: 32000 sq um
- Layer with the highest usage after global routing: met2
- The analysis attributes to cell leakage a power of ~18 nW.
* Minimum clock period: around 12 ns
* Master cell of the clock root buffer: sky130_fd_sc_hd__clkbuf_16
- Share of cells above drive strength 1: a little over a quarter
* Count of boundary I/O pins: 114
- Overall track demand over capacity in global routing: 34.9%
- The power report lists cell-internal power as approximately 2.6 mW.
- Power dissipated by switching net loads: ~0.82 mW
* Antenna violations before repair: 3
- Clock skew on the completed layout was measured at approximately 0.019 ns.
* Arrival time at the worst endpoint: about 5.4 ns
* Synthesized chip area reported by yosys: between 40000 and 50000 sq um
- Post-CTS setup-driven buffer insertion count: 0
- No sink is reached through more buffers than the 3 on the longest clock path.
- STA classifies the critical path endpoint as a primary output.
- The number of global-route vias before repair was ~32k.
* Fraction of met1 tracks used by global routing: between 40% and 50%
- In the final report, the number of hold violations comes to 0.
* Grt met3 use: between 20 and 30%
* Post-layout instance area: around 56000 sq um
* Number of cell instances after yosys synthesis: between 2k and 3k
- For the worst min-delay path, the startpoint reported by OpenROAD is r_rdaddress_a[3]$_DFFE_PN_.
- Max-capacitance violation count: 0
- Area of the die: 100000 sq um
* Tally of buffers added on design ports: around 110
- Ratio of final minimum period to clock period: ~37%
- Setup repair after global routing left no endpoint under its margin.
* Global-route wire length before repair: about 220 mm
- For this block, the initial DRC count from the detailed router was roughly 2.0k.
* Final wirelength: ~150 mm
- Signed area change from the synthesized netlist to the final layout: 13.2%
==> cell families (layout without fill, tap and decap cells) <==
logic type / after synthesis / in the layout / synth area share, %
DFF: 1082 / 1082 / 64.8
muxes: 650 / 650 / 22.9
AOI/OAI and AO/OA: 504 / 504 / 7.46
buffers and inverters: 226 / 465 / 2.71
and+or+nand+nor: 180 / 180 / 1.94
xor gates and xnor gates: 10 / 10 / 0.177
==> power groups by stage <==
stage                 clock network [mW]  registers [mW]  logic [mW]
after CTS                           1.34            1.60       0.446
after global routing                1.40            1.60       0.476
final                               1.32            1.60       0.449
==> metrics by stage <==
stage | hold slack, ns | power [mW] | utilization [%] | setup WS, ns | std cells
global placement | 0.550 | 2.07 | 53.7 | 20.70 | 3954
finish | 0.557 | 3.37 | 57.5 | 20.00 | 4167
detailed placement | 0.551 | 2.07 | 53.7 | 20.73 | 3954
floorplan | 0.523 | 1.90 | - | 23.64 | 2652
global route | 0.591 | 3.48 | 57.5 | 19.74 | 4167
CTS | 0.564 | 3.39 | 57.5 | 19.96 | 4167
==> layout by cell type (no fill, tap or decap), types with 12 or more instances in the layout <==
cell type	Yosys	layout
sky130_fd_sc_hd__mux2i_1	256	256
sky130_fd_sc_hd__a221oi_1	113	113
sky130_fd_sc_hd__o22ai_1	24	24
sky130_fd_sc_hd__bufinv_16	0	12
sky130_fd_sc_hd__dfxtp_1	48	40
sky130_fd_sc_hd__o21ai_0	26	26
sky130_fd_sc_hd__a211oi_1	15	15
sky130_fd_sc_hd__nor2_4	0	35
sky130_fd_sc_hd__nand2b_1	27	27
sky130_fd_sc_hd__clkbuf_1	106	32
sky130_fd_sc_hd__nor3b_1	17	15
sky130_fd_sc_hd__clkinv_2	0	19
sky130_fd_sc_hd__a211o_1	64	64
sky130_fd_sc_hd__clkbuf_16	0	117
sky130_fd_sc_hd__a221o_1	15	15
sky130_fd_sc_hd__nor3_1	63	63
sky130_fd_sc_hd__mux4_2	384	384
sky130_fd_sc_hd__clkinv_1	1	20
sky130_fd_sc_hd__a22oi_1	128	128
sky130_fd_sc_hd__edfxtp_1	1034	1034
sky130_fd_sc_hd__clkdlybuf4s50_1	0	113
sky130_fd_sc_hd__a21oi_1	102	102
sky130_fd_sc_hd__buf_4	18	130
==> cell type report <==
cell class / count / share of cell area [%]
clock buffer: 153 / 5.55
clock inverter: 60 / 1.12
inverter: 5 / 0.0335
multi-input combinational: 1344 / 29.3
sequential: 1082 / 57.3
tap: 1276 / 2.85
timing repair buffer: 247 / 3.91
==> registers in the layout, indices dropped and copies added (netlist names), named ones only <==
register	count
reg_bank	1024
r_wraddress	5
r_data	32
r_wren	1
r_rdaddress_a	5
r_rdaddress_b	5
==> per-layer routing <==
layer	up-vias	routed length, um
li1	11800	-
met1	14500	46500
met2	2372	69100
met3	383	29000
met4	18	6090
met5	-	525
==> final timing paths <==
check                               to  slack (ns)  depth (start not counted)
min reg2reg                   register        0.56                          1
max reg2reg  reg_bank[10][4]$_DFFE_PP_       28.91                          3
min                           register        0.56                          1
max                             qb[12]       20.00                          9
==> Yosys cell counts (2+ instances only) <==
library cell               instances  share of area, %
sky130_fd_sc_hd__buf_6            37              0.84
sky130_fd_sc_hd__and2_1            4             0.051
sky130_fd_sc_hd__a221o_1          15              0.30
sky130_fd_sc_hd__nor2_1           40              0.30
sky130_fd_sc_hd__a221oi_1        113               2.0
sky130_fd_sc_hd__o22ai_1          24              0.30
sky130_fd_sc_hd__dfxtp_1          48               1.9
sky130_fd_sc_hd__edfxtp_1       1034                63
sky130_fd_sc_hd__nand2_1           8             0.061
sky130_fd_sc_hd__xnor2_1          10              0.18
sky130_fd_sc_hd__or3b_2            3             0.053
sky130_fd_sc_hd__buf_4            18              0.27
sky130_fd_sc_hd__mux2_2           10              0.23
sky130_fd_sc_hd__nor2b_1           6             0.076
sky130_fd_sc_hd__a21oi_1         102               1.0
sky130_fd_sc_hd__a22oi_1         128               1.9
sky130_fd_sc_hd__nor3b_1          17              0.26
sky130_fd_sc_hd__o211ai_1          3             0.046
sky130_fd_sc_hd__o21ai_0          26              0.26
sky130_fd_sc_hd__buf_8             7              0.21
sky130_fd_sc_hd__mux2i_1         256               5.2
sky130_fd_sc_hd__nand2b_1         27              0.34
sky130_fd_sc_hd__nand3b_1          5             0.076
sky130_fd_sc_hd__buf_1            10             0.076
sky130_fd_sc_hd__nand4_1           2             0.025
sky130_fd_sc_hd__inv_1             4             0.030
sky130_fd_sc_hd__o21ai_1           3             0.030
sky130_fd_sc_hd__o21bai_1         11              0.17
sky130_fd_sc_hd__nor3_1           63              0.64
sky130_fd_sc_hd__a211o_1          64               1.1
sky130_fd_sc_hd__buf_2            42              0.43
sky130_fd_sc_hd__nand3_1           2             0.020
sky130_fd_sc_hd__clkbuf_1        106              0.81
sky130_fd_sc_hd__mux4_2          384                18
sky130_fd_sc_hd__a211oi_1         15              0.23
==> critical path, stage by stage (launching register included) <==
cell	delay (ns)
sky130_fd_sc_hd__dfxtp_4	0.70
sky130_fd_sc_hd__buf_4	0.68
sky130_fd_sc_hd__buf_4	0.51
sky130_fd_sc_hd__buf_4	0.61
sky130_fd_sc_hd__mux2i_1	0.16
sky130_fd_sc_hd__a221oi_1	0.41
sky130_fd_sc_hd__a21oi_1	0.11
sky130_fd_sc_hd__nor3_1	0.67
sky130_fd_sc_hd__a211o_1	0.29
sky130_fd_sc_hd__clkdlybuf4s50_1	0.50
No activity file was given, so power comes from the tool's default toggle rates.
