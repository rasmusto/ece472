==> flow/config.mk <==
export PLATFORM = sky130hd
export DESIGN_NAME = mem_module
export DESIGN_NICKNAME = mem_module
export VERILOG_FILES = /design/flow/design.v
export SDC_FILE = /design/flow/constraint.sdc
export NUM_CORES = 4
export LEC_CHECK = 1
export CORE_AREA = 10 10 99 99
export DIE_AREA = 0 0 109 109
==> flow/constraint.sdc <==
current_design mem_module

set clk_period 4.7
set clk_io_pct 0.2

create_clock -name clk0 -period $clk_period [get_ports {clk}]

set non_clock_inputs [all_inputs -no_clocks]
set_input_delay [expr $clk_period * $clk_io_pct] -clock clk0 $non_clock_inputs
set_output_delay [expr $clk_period * $clk_io_pct] -clock clk0 [all_outputs]
==> flow/design.v <==
module mem_module  (
    input clk,
    input [31:0] din,
    input [31:0] dmem_addr_i,
    input [3:0] dmem_ctl,
    input [31:0] zZ_din,
    output [31:0] Zz_addr,
    output [31:0] Zz_dout,
    output [3:0] Zz_wr_en,
    output [31:0] dout
    ) ;
    wire [3:0] BUS512;
    wire [1:0] BUS629;
    wire [31:0] BUS650;
    infile_dmem_ctl_reg dmem_ctl_post
                        (
                            .byte_addr_o(BUS629),
                            .clk(clk),
                            .ctl_i(dmem_ctl),
                            .ctl_o(BUS512),
                            .dmem_addr_i(BUS650)
                        );
    mem_addr_ctl i_mem_addr_ctl
                 (
                     .addr_i(BUS650),
                     .ctl(dmem_ctl),
                     .wr_en(Zz_wr_en)
                 );
    mem_din_ctl i_mem_din_ctl
                (
                    .ctl(dmem_ctl),
                    .din(din),
                    .dout(Zz_dout)
                );
    mem_dout_ctl i_mem_dout_ctl
                 (
                     .byte_addr(BUS629),
                     .ctl(BUS512),
                     .din(zZ_din),
                     .dout(dout)
                 );
    assign BUS650[31:0] = dmem_addr_i[31:0];
    assign Zz_addr[31:0] = BUS650[31:0];
endmodule
module infile_dmem_ctl_reg(
        input clk,
        input [3:0]ctl_i,
        input [31:0]dmem_addr_i,
        output reg [1:0]byte_addr_o,
        output reg [3:0]ctl_o
    );
    wire   [1:0]byte_addr_i;
    assign byte_addr_i = dmem_addr_i[1:0] ;
    always @(posedge clk)
    begin
        ctl_o<=(dmem_addr_i[31]==0)?ctl_i:0;
        byte_addr_o<=byte_addr_i;
    end
endmodule
module mem_addr_ctl(
        input [3:0]ctl,
        input [31:0]addr_i,
        output reg[3:0]wr_en
    );
    always@(*)
    case (ctl)
        1:
        begin
            case(addr_i[1:0])
                0:wr_en = 4'b1000;
                1:wr_en = 4'b0100;
                2:wr_en = 4'b0010;
                3:wr_en = 4'b0001;
                default :wr_en = 4'b000;
            endcase
        end
        7  :
        begin
            case(addr_i[1:0])
                'd0:wr_en=4'b1100;
                'd2:wr_en=4'b0011;
                default :wr_en = 4'b0000;
            endcase
        end
        5 :
        begin
            wr_en=4'b1111;
        end
        default wr_en=4'b0000;
    endcase
endmodule
module mem_dout_ctl(
        input [1:0]byte_addr,
        input [3:0]ctl,
        input [31:0] din,
        output reg [31:0] dout
    );
    always @(*)
    case (ctl)
        2 :
        case (byte_addr)
			'd0:dout={{24{din[31]}},din[31:24]};
            'd1:dout={{24{din[23]}},din[23:16]};
            'd2:dout={{24{din[15]}},din[15:8]};
            'd3:dout={{24{din[7]}},din[7:0] };
            default :
                dout=32'bX;
        endcase 
        4 :
        case (byte_addr)
            'd3:dout={24'b0,din[7:0]};
            'd2:dout={24'b0,din[15:8]};
            'd1:dout={24'b0,din[23:16]};
            'd0:dout={24'b0,din[31:24]};
            default :
                dout=32'bX;
        endcase
        10 :
        case (byte_addr)
            'd0:dout={16'b0,din[31:24],din[23:16]};
            'd2:dout={16'b0,din[15:8],din[7 :0]};
            default:dout=32'bX;
        endcase
        8 :
        case (byte_addr)
   			'd0 :dout={{16{din[31]}},din[31:24],din[23:16]};
            'd2 :dout={{16{din[15]}},din[15:8],din[7 :0]};
            default:dout=32'bX;
        endcase
        6  :
            dout=din;
        default :
            dout=0;
    endcase
endmodule
module mem_din_ctl(
        input [3:0]ctl,
        input [31:0]din,
        output reg [31:0]dout
    );
    always @(*)
    case (ctl)
        1   :
            dout={din[7:0],din[7:0],din[7:0],din[7:0]};
        7   :
            dout = {din[15:0],din[15:0]};
        5   :
            dout =din;
        default dout=32'bX;
    endcase
endmodule
==> flow/run.sh <==
#!/bin/bash
# OpenROAD 26Q1-2900-gdf79404cd8, Yosys 0.63+post, stock flow scripts
make -C /OpenROAD-flow-scripts/flow DESIGN_CONFIG=/design/flow/config.mk WORK_HOME=/design/flow/orfs finish
==> results.tsv <==
stage	metric	value	unit
final_timing	Achievable Freq	246	MHz
pwr	power per unit of standard cell area	130	nW/um^2
final_timing	relative slew slack	56.0	%
final_timing	Final Hold Violation Tally	0	
yosys	Top-area cell share	19.1	%
yosys	Syn Inst Count	177	
clock_network	number of gates resized after cts	0	
detailed_routing	via count	1766	
final_layout	fill cell instance count of the final layout	770	
detailed_routing	vias per cell	4.75	
yosys	Adders+Majority by Area	0	%
clock_network	setup repair bufs after CTS	0	
pwr	static power due to leakage	1.14	nW
detailed_routing	wirelength, routed	7150	um
placed_design	tally of buffers added on design ports	142	
clock_network	clock root buffer master	sky130_fd_sc_hd__clkbuf_8	
critical_path	type of destination of the critical path	output port	
yosys	flip-flop and latch count after synthesis	6	
pwr	Overall Power	0.363	mW
hold_path	min-delay worst type	input port to flip-flop	
detailed_routing	number of DRC markers after the initial detailed-route iteration	38	
global_routing	antenna violations before repair	0	
run	number of maximum-capacitance violations	0	
floorplan	horizontal die dimension	109	um
run_status	run status	finished, final reports clean	
yosys	Synth Area in Simple Gates	9.77	%
global_routing	gr ovfl total	0	
clock_network	clock-pin slew of the registers on the worst-case setup and hold paths	0.03	ns
yosys	combinational family with the most area after synthesis	multiplexers	
pwr	worst-case vdd ir drop	0.0761	mV
critical_path	Max FO, Critical Path	16	
final_timing	Slew @ Worst Pin	0.659	ns
floorplan	vertical die dimension	109	um
floorplan	row count	32	
yosys	Distinct cells, synth	35	
clock_network	number of H-tree levels	1	
final_layout	ratio of cells with drive above 1 in the final layout	15.2	%
yosys	Top cells by area	sky130_fd_sc_hd__buf_4, sky130_fd_sc_hd__mux2_2, sky130_fd_sc_hd__mux4_2, sky130_fd_sc_hd__a221o_1, sky130_fd_sc_hd__dfxtp_1	
final_timing	RSZ-0062 raised after global routing	false	
clock_network	Hold-fix buffers, CTS	0	
detailed_routing	count of antenna diodes in the layout	0	
placed_design	placed wire-length estimate	6010	um
yosys	summed instance area of the synthesized netlist	1580	um^2
global_routing	total track usage	11.1	%
floorplan	num ports	201	
final_timing	count of final setup violators	0	
floorplan	DIE AREA	11900	um^2
yosys	proportion of synthesized area in mux cells	29.9	%
critical_path	endpoint arrival time on the critical path	3.12	ns
yosys	synthesis area per yosys	1580	um^2
final_layout	Synth-to-Final Area Change	77.8	%
global_routing	number of global-route vias before repair	1876	
critical_path	element type at the critical path start	input port	
detailed_routing	Wirelength per Cell	19.2	um
detailed_routing	iteration tally of the first detailed-router pass	4	
placed_design	gp weighted congestion	0.770	
global_routing	global-route wire length before repair	10400	um
yosys	cell type with the highest aggregate area in the netlist	sky130_fd_sc_hd__buf_4	
yosys	register area share after synthesis	7.63	%
clock_network	clock tree from TritonCTS	done	
global_routing	largest net degree at the start of global routing	17	
yosys	cell count listed in synth_stat.txt	177	
run	count of tool warnings	25	
yosys	XOR/XNOR Fraction of Synth Area	0	%
critical_path	start-to-end type of the worst setup path	input port to output port	
floorplan	placeable core region	7730	um^2
clock_network	Sinks on Clock Net	6	
clock_network	number of buffers inserted during clock tree synthesis	3	
final_timing	Final period util	86.4	%
yosys	Synth Warn #	4	
floorplan	floorplan utilization	20.4	%
critical_path	CP Data Required Time	3.76	ns
detailed_routing	remaining antenna violation count	0	
final_timing	total count of max-transition violations in the final report	0	
final_timing	total negative slack	0	ns
final_timing	final period demand of the worst path	4.06	ns
clock_network	clock buffer depth	2	
yosys	Synth Area in Compound Gates	27.9	%
detailed_routing	# DRC	0	
yosys	average footprint of a synthesized cell	8.90	um^2
==> cell usage after synthesis <==
master	number
sky130_fd_sc_hd__a21boi_0	4
sky130_fd_sc_hd__a21boi_1	3
sky130_fd_sc_hd__a21o_1	16
sky130_fd_sc_hd__a21o_4	1
sky130_fd_sc_hd__a21oi_1	4
sky130_fd_sc_hd__a221o_1	15
sky130_fd_sc_hd__a22oi_1	1
sky130_fd_sc_hd__a31oi_1	1
sky130_fd_sc_hd__and2_1	1
sky130_fd_sc_hd__and3b_1	1
sky130_fd_sc_hd__buf_2	5
sky130_fd_sc_hd__buf_4	40
sky130_fd_sc_hd__buf_6	2
sky130_fd_sc_hd__clkbuf_1	5
sky130_fd_sc_hd__clkbuf_2	1
sky130_fd_sc_hd__dfxtp_1	6
sky130_fd_sc_hd__inv_1	5
sky130_fd_sc_hd__mux2_1	1
sky130_fd_sc_hd__mux2_2	24
sky130_fd_sc_hd__mux2i_1	1
sky130_fd_sc_hd__mux4_2	8
sky130_fd_sc_hd__nand2_1	4
sky130_fd_sc_hd__nand2b_1	2
sky130_fd_sc_hd__nor2_1	4
sky130_fd_sc_hd__nor2b_1	3
sky130_fd_sc_hd__nor3_1	1
sky130_fd_sc_hd__nor3_2	1
sky130_fd_sc_hd__nor4b_4	1
sky130_fd_sc_hd__nor4bb_1	1
sky130_fd_sc_hd__o211a_1	1
sky130_fd_sc_hd__o21a_1	3
sky130_fd_sc_hd__o21ai_0	7
sky130_fd_sc_hd__or2_2	2
sky130_fd_sc_hd__or3_1	1
sky130_fd_sc_hd__or4b_1	1
==> per-stage QoR <==
stage	cell area, um^2	util (%)	instances	hold slack [ns]	setup slack (ns)
floorplan	1580	-	177	0.968	1.64
global placement	2760	35.7	369	1.53	0.662
detailed placement	2760	35.7	369	1.54	0.641
CTS	2800	36.3	372	1.31	0.631
global route	2800	36.3	372	1.32	0.517
finish	2800	36.3	372	1.31	0.638
==> state kept, by name (all words and copies together) (netlist names) <==
signal	flops
dmem_ctl_post.ctl_o	4
dmem_ctl_post.byte_addr_o	2
==> report_power, final <==
part / total [mW] / leakage, nW / switching (mW) / internal [mW]
Clock: 0.0744 / 0.0216 / 0.0196 / 0.0548
Combinational: 0.228 / 1.07 / 0.0612 / 0.166
Sequential: 0.0614 / 0.0502 / 0.00733 / 0.0541
Total: 0.363 / 1.14 / 0.0881 / 0.275
==> cells by family (layout without fill, tap and decap cells) <==
kind of cell,after synthesis,in the layout
flip-flops,6,6
buffers and inverters,58,151
AND-OR/OR-AND,56,56
AND/OR/NAND/NOR,23,23
multiplexers,34,34
==> metal layers <==
layer / part of all wire, % / wire (um) / vias to the layer above / GRT usage, %
met1: 37 / 2670 / 804 / 12.2
met2: 41 / 2930 / 143 / 16.6
met5: 0 / 0 / - / 0
li1: - / - / 817 / -
met4: 0.38 / 27 / 0 / 0.659
met3: 21 / 1530 / 2 / 9.68
==> area by class of cell <==
| cell class | count | area, um^2 | share of cell area, % |
|---|---|---|---|
| flip-flops and latches | 6 | 120 | 4.29 |
| well taps | 102 | 128 | 4.56 |
| inverters | 5 | 18.8 | 0.670 |
| multi-input cells | 113 | 1060 | 38.0 |
| clock buffers | 3 | 41.3 | 1.47 |
| repair buffers | 143 | 1430 | 51.0 |
==> worst paths after layout <==
check  depth (start not counted)        start  slack, ns                     end
min                            2  dmem_ctl[3]       1.31  dmem_ctl_post.ctl_o[3]
max                            6   zZ_din[31]       0.64                dout[31]
==> cells in the final DEF, fill, tap and decap left out, types with 2 or more instances in the layout <==
master / netlist / final
sky130_fd_sc_hd__dfxtp_1: 6 / 6
sky130_fd_sc_hd__a21boi_0: 4 / 4
sky130_fd_sc_hd__clkbuf_8: 0 / 3
sky130_fd_sc_hd__nor2_1: 4 / 4
sky130_fd_sc_hd__a221o_1: 15 / 15
sky130_fd_sc_hd__nand2_1: 4 / 4
sky130_fd_sc_hd__a21oi_1: 4 / 4
sky130_fd_sc_hd__o21ai_0: 7 / 7
sky130_fd_sc_hd__mux4_2: 8 / 8
sky130_fd_sc_hd__or2_2: 2 / 2
sky130_fd_sc_hd__o21a_1: 3 / 3
sky130_fd_sc_hd__nand2b_1: 2 / 2
sky130_fd_sc_hd__inv_1: 5 / 5
sky130_fd_sc_hd__nor2b_1: 3 / 3
sky130_fd_sc_hd__a21boi_1: 3 / 3
sky130_fd_sc_hd__clkdlybuf4s50_1: 0 / 142
sky130_fd_sc_hd__a21o_1: 16 / 16
sky130_fd_sc_hd__mux2_2: 24 / 24
==> critical path: stages <==
cell and delay (ns):
sky130_fd_sc_hd__clkdlybuf4s50_1 0.49, sky130_fd_sc_hd__mux4_2 0.50, sky130_fd_sc_hd__o211a_1 0.27, sky130_fd_sc_hd__a21o_4 0.31, sky130_fd_sc_hd__a21o_1 0.17, sky130_fd_sc_hd__clkdlybuf4s50_1 0.44
No activity file was given, so power comes from the tool's default toggle rates.
