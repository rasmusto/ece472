**./design.v**
```verilog
module fw_latch5(input clk,input[4:0]d,output reg  [4:0]q);
    always @ (posedge clk) q<=d;
endmodule
module fw_latch1(input clk,input d,output reg q);
    always @ (posedge clk) q<=d;
endmodule
module forward_node (
        input [4:0]rn,
        input [4:0]alu_wr_rn,
        input alu_we,
        input [4:0]mem_wr_rn,
        input mem_we,
        output  wire[2:0]mux_fw
    );
    assign mux_fw = ((alu_we)&&(alu_wr_rn==rn)&&(alu_wr_rn!=0))?3'b001:
           ((mem_we)&&(mem_wr_rn==rn)&&(mem_wr_rn!=0))?3'b010:
           3'b100;
endmodule
module fwd_mux(
        input [31:0]din,
        output reg [31:0]dout,
        input [31:0]fw_alu	,
        input [2:0]fw_ctl,
        input [31:0]fw_dmem
    );
    always@(*)
    case (fw_ctl)
        3'b001 :dout=fw_alu;
        3'b010 :dout=fw_dmem;
         default
         dout=din;
    endcase
endmodule
module forward  (    input alu_we,
    input clk,
    input mem_We,
    input [4:0] fw_alu_rn,
    input [4:0] fw_mem_rn,
    input [4:0] rns_i,
    input [4:0] rnt_i,
    output [2:0] alu_rs_fw,
    output [2:0] alu_rt_fw,
    output [2:0] cmp_rs_fw,
    output [2:0] cmp_rt_fw,
    output [2:0] dmem_fw
) ;
    wire [2:0] BUS1345;
    wire [4:0] BUS82;
    wire [4:0] BUS937;
    forward_node fw_alu_rs
                 (
                     .alu_we(alu_we),
                     .alu_wr_rn(fw_alu_rn),
                     .mem_we(mem_We),
                     .mem_wr_rn(fw_mem_rn),
                     .mux_fw(alu_rs_fw),
                     .rn(BUS82)
                 );
    forward_node fw_alu_rt
                 (
                     .alu_we(alu_we),
                     .alu_wr_rn(fw_alu_rn),
                     .mem_we(mem_We),
                     .mem_wr_rn(fw_mem_rn),
                     .mux_fw(BUS1345),
                     .rn(BUS937)
                 );
    forward_node fw_cmp_rs
                 (
                     .alu_we(alu_we),
                     .alu_wr_rn(fw_alu_rn),
                     .mem_we(mem_We),
                     .mem_wr_rn(fw_mem_rn),
                     .mux_fw(cmp_rs_fw),
                     .rn(rns_i)
                 );
    forward_node fw_cmp_rt
                 (
                     .alu_we(alu_we),
                     .alu_wr_rn(fw_alu_rn),
                     .mem_we(mem_We),
                     .mem_wr_rn(fw_mem_rn),
                     .mux_fw(cmp_rt_fw),
                     .rn(rnt_i)
                 );
    fw_latch5 fw_reg_rns
              (
                  .clk(clk),
                  .d(rns_i),
                  .q(BUS82)
              );
    fw_latch5 fw_reg_rnt
              (
                  .clk(clk),
                  .d(rnt_i),
                  .q(BUS937)
              );
    assign alu_rt_fw[2:0] = BUS1345[2:0];
    assign dmem_fw[2:0] = BUS1345[2:0];
endmodule
```
**./run.sh**
```bash
#!/bin/bash
# OpenROAD 26Q1-2900-gdf79404cd8, Yosys 0.63+post, stock flow scripts
make -C /OpenROAD-flow-scripts/flow DESIGN_CONFIG=/design/flow/config.mk WORK_HOME=/design/flow/orfs finish
```
**./config.mk**
```make
export PLATFORM = sky130hd
export DESIGN_NAME = forward
export DESIGN_NICKNAME = forward
export VERILOG_FILES = /design/flow/design.v
export SDC_FILE = /design/flow/constraint.sdc
export NUM_CORES = 4
export LEC_CHECK = 1
export CORE_AREA = 10 10 77 77
export DIE_AREA = 0 0 87 87
```
**./constraint.sdc**
```tcl
current_design forward

set clk_period 2.0
set clk_io_pct 0.2

create_clock -name clk0 -period $clk_period [get_ports {clk}]

set non_clock_inputs [all_inputs -no_clocks]
set_input_delay [expr $clk_period * $clk_io_pct] -clock clk0 $non_clock_inputs
set_output_delay [expr $clk_period * $clk_io_pct] -clock clk0 [all_outputs]
```
==> flow_summary.yaml <==
# implementation run metrics
sta:
  slew_viol_final: 0
  hold_viol: 0
  worst_pin_slew_ns: 0.298
  fmax_ghz: 0.451
  finalSetupViolations: 15
  final.setup.worst_slack_ns: -0.215
  fin_crit_sh_pct: 111
  rsz0062_at_grt: "yes"
  slew_headroom_pct: 80.1
  period_needed_ns: 2.22
route:
  drc: 0
  drt.antenna.violating_nets: 0
  via_per_inst: 4.06
  wl_per_cell_um: 14.6
  vias: 820
  drt_wl_total_mm: 2.96
  drtIter0Drc: 60
  dr.pass1.iters: 4
  antenna_cells: 0
hold_path:
  hold_path_class: "input pin to register"
worst_setup_path:
  crit_path_start_kind: "input pin"
  cpPeakStageDelay_ns: 0.54
  end_kind: "output port"
  required_ns: 1.60
  crit_type: "input pin to output port"
  path_max_fanout: 2
  cpMostUsedCell: "buf_6"
  cpMaxStageDelayCell: "or4_4"
  arrival_ns: 1.82
  crit_chain: "buf_8 > or4_4 > o21ai_4 > buf_6 > nor4_4 > buf_4 > buf_6 > nor2b_4 > buf_2"
floorplanning:
  placementRows: 24
  die_w_um: 87
  initial_core_util_pct: 19.4
  die_area_mm2: 0.00757
  design.core.area_mm2: 0.00435
  io_pins: 38
  dieHeight_um: 87
synth:
  compound_area_share_pct: 2.97
  ys.warnings.count: 1
  top_logic_kind: "XOR/XNOR gates"
  ys_chip_area_um2: 843
  top_cell_area_share_pct: 23.7
  syn-instance-count: 91
  top_cells_by_count: "xnor2_1, xor2_1, dfxtp_1"
  edf_count: 0
  synth-async-reset-ratio_pct: 0
  synth_flop_count: 10
  flop_cell: "dfxtp_1"
  syn_area_um2: 843
  topCellsByArea: "dfxtp_1, xnor2_1, xor2_1, nor4_2, nand4b_1"
  ys_types: 17
  yosys.area.top_type: "dfxtp_1"
  synthSimpleGateAreaFrac_pct: 22.6
  synthMuxAreaShare_pct: 0
  fa_ha_area_share_pct: 0
  synth_stat.cells: 91
  synthXorXnorAreaFrac_pct: 41.5
  synth_seq_share_pct: 23.7
  avgSynthCellArea_um2: 9.27
clocking:
  tritoncts: "built"
  numCtsBuffers: 3
  clkTransAtPathRegs_ns: 0.05
  cts_root_buffer: "clkbuf_8"
  cts_sinks: 10
  cts-htree-levels: 1
  cts_buffer_depth: 2
power_and_ir_drop:
  ir_worst_vdd_uv: 382
  leakage_nw: 0.711
  power.density_mw_per_mm2: 426
status:
  violations: "negative setup slack"
  status: "complete, but fails checks"
global_route:
  grt_use_total_pct: 7.61
  grt_max_degree: 6
  antenna_found_initial: 0
  grt_pass1_wl_mm: 4.69
  grt_pass1_vias: 928
  gr-total-overflow: 0
job:
  cap_viol_max_count: 0
  openroad.warnings: 27
placement:
  dp.cells: 186
  portBuffers: 37
  gp_congestion: 0.889
  place_hpwl_mm: 2.16
  dpl_cell_area_mm2: 0.00136
  dp_slack_ns: -0.791
final_layout:
  layout.cell_area.non_filler_mm2: 0.00164
  drive_above_1_share_pct: 54.7
  syn_to_final_growth_pct: 94.1
  final_cells: 202
[power by group]
group,switching [mW],total (mW),internal (mW)
clock network,0.0763,0.208,0.132
registers,0.0102,0.221,0.211
logic,0.118,0.268,0.150
[cell type report]
class / count / area, µm²
Tap cell: 52 / 65.1
Sequential cell: 10 / 200
Clock buffer: 3 / 41.3
Fill cell: 419 / 2720
Multi-Input combinational cell: 68 / 727
Timing Repair Buffer: 69 / 603
[path summary, 6_finish.rpt]
| path | start | to | depth (start not counted) |
|---|---|---|---|
| min | rnt_i[2] | fw_reg_rnt.q[2] | 1 |
| max | fw_alu_rn[0] | dmem_fw[2] | 9 |
[cell usage in the layout, fill, tap and decap left out, types with 4 or more instances in the layout]
cell type and count:
nand3_2 4, buf_6 12, xor2_1 20, clkdlybuf4s15_1 4, nand4b_1 4, dlygate4sd2_1 8
buf_2 14, dfxtp_1 10, clkdlybuf4s50_1 4, xnor2_1 12, xnor2_2 7, nor4_4 4
buf_4 23
[kinds of logic (layout without fill, tap and decap cells)]
logic type / after synthesis / after routing
flip-flops: 10 / 10
AND/OR/NAND/NOR: 26 / 26
AND-OR/OR-AND: 2 / 2
buffers and inverters: 13 / 72
XOR/XNOR: 40 / 40
[critical path: cells and delay by family]
family,cells,cell delay (ns)
buf+inv,5,0.58
simple gates,3,0.67
compound gates,1,0.16
[stage by stage]
stage	total power [mW]	setup TNS, ns	hold WS, ns	utilization (%)
6_report	0.697	-1.55	0.473	37.6
4_1_cts	0.682	-1.77	0.470	36.0
3_5_place_dp	0.432	-10.68	0.955	31.1
2_1_floorplan	0.330	0	0.428	-
5_1_grt	0.735	-2.26	0.478	37.6
3_3_place_gp	0.428	-10.64	0.955	31.1
[state kept, by name, indices dropped and copies added, names as in the netlist]
| name | count |
|---|---|
| fw_reg_rns.q | 5 |
| fw_reg_rnt.q | 5 |
[metal layers]
| layer | wire, µm | vias to the layer above | share of wire [%] | global-route usage (%) |
|---|---|---|---|---|
| li1 | - | 410 | - | - |
| met1 | 1400 | 371 | 47 | 10.5 |
| met2 | 1230 | 37 | 42 | 11.3 |
| met3 | 293 | 2 | 9.9 | 2.74 |
| met4 | 31 | 0 | 1.0 | 1.18 |
| met5 | 0 | - | 0 | 0 |
[what timing repair did]
item / 4_1_cts / 5_1_grt
buffers inserted: 10 / 3
resized: 113 / 14
hold endpoints to repair: 0 / 0
setup endpoints to repair: 15 / 15
pin swaps: 22 / 8
hold buffers: 0 / 0
Power is estimated from default activity; no workload was simulated.
